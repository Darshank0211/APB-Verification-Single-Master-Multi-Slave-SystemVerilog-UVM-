==> design/flow/design.v <==
module apb_interconnect(
  input  logic        pclk,
  input  logic        presetn,
  input  logic        psel,
  input  logic        penable,
  input  logic        pwrite,
  input  logic [31:0] paddr,
  input  logic [31:0] pwdata,
  output logic [31:0] prdata,
  output logic       pready,
  output logic       pslverr,
  output logic        psel0,
  output logic        penable0,
  input  logic [31:0] prdata0,
  input  logic        pready0,
  input  logic        pslverr0,
  output logic        psel1,
  output logic        penable1,
  input  logic [31:0] prdata1,
  input  logic        pready1,
  input  logic        pslverr1,
  output logic        psel2,
  output logic        penable2,
  input  logic [31:0] prdata2,
  input  logic        pready2,
  input  logic        pslverr2,
  output logic        psel3,
  output logic        penable3,
  input  logic [31:0] prdata3,
  input  logic        pready3,
  input  logic        pslverr3,
  output logic [1:0] active_slave_id
);
  logic addr_error;
  always_comb begin
    psel0 = 1'b0; penable0 = 1'b0;
    psel1 = 1'b0; penable1 = 1'b0;
    psel2 = 1'b0; penable2 = 1'b0;
    psel3 = 1'b0; penable3 = 1'b0;
    addr_error = 1'b0;
    active_slave_id = 2'bxx;
    if (psel) begin
      unique case (1'b1)
        (paddr >= 32'h00000001 && paddr <= 32'h000000FF): begin
          psel0 = 1'b1;
          penable0 = penable;
          active_slave_id = 2'b00;
        end
        (paddr >= 32'h00000100 && paddr <= 32'h000001FF): begin
          psel1 = 1'b1;
          penable1 = penable;
          active_slave_id = 2'b01;
        end
        (paddr >= 32'h00000200 && paddr <= 32'h000002FF): begin
          psel2 = 1'b1;
          penable2 = penable;
          active_slave_id = 2'b10;
        end
        (paddr >= 32'h00000300 && paddr <= 32'h000003FF): begin
          psel3 = 1'b1;
          penable3 = penable;
          active_slave_id = 2'b11;
        end
        default: begin
          addr_error = 1'b1;
          active_slave_id = 2'bxx;
        end
      endcase
    end
  end
  always_comb begin
    prdata  = 32'h0;
    pready  = 1'b0;
    pslverr = 1'b0;
    if (addr_error) begin
      prdata  = 32'hDEADDEAD;
      pready  = 1'b1;
      pslverr = 1'b1;
    end else begin
      unique case (1'b1)
        (paddr >= 32'h00000001 && paddr <= 32'h000000FF): begin
          prdata = prdata0; pready = pready0; pslverr = pslverr0;
        end
        (paddr >= 32'h00000100 && paddr <= 32'h000001FF): begin
          prdata = prdata1; pready = pready1; pslverr = pslverr1;
        end
        (paddr >= 32'h00000200 && paddr <= 32'h000002FF): begin
          prdata = prdata2; pready = pready2; pslverr = pslverr2;
        end
        (paddr >= 32'h00000300 && paddr <= 32'h000003FF): begin
          prdata = prdata3; pready = pready3; pslverr = pslverr3;
        end
        default: begin
          prdata = 32'h0; pready = 1'b0; pslverr = 1'b0;
        end
      endcase
    end
  end
endmodule
==> design/flow/run.sh <==
#!/bin/bash
# OpenROAD 26Q1-2900-gdf79404cd8, Yosys 0.63+post, stock flow scripts
make -C /OpenROAD-flow-scripts/flow DESIGN_CONFIG=/design/flow/config.mk WORK_HOME=/design/flow/orfs finish
==> design/flow/config.mk <==
export PLATFORM = sky130hd
export DESIGN_NAME = apb_interconnect
export DESIGN_NICKNAME = apb_interconnect
export VERILOG_FILES = /design/flow/design.v
export SDC_FILE = /design/flow/constraint.sdc
export NUM_CORES = 4
export LEC_CHECK = 1
export CORE_AREA = 10 10 104 104
export DIE_AREA = 0 0 114 114
==> design/flow/constraint.sdc <==
current_design apb_interconnect

set clk_period 13.4
set clk_io_pct 0.2

create_clock -name clk0 -period $clk_period

set non_clock_inputs [all_inputs -no_clocks]
set_input_delay [expr $clk_period * $clk_io_pct] -clock clk0 $non_clock_inputs
set_output_delay [expr $clk_period * $clk_io_pct] -clock clk0 [all_outputs]
==> results.py <==
# Metrics from the implementation run
metrics = {
    "status": {
        "outcome": "completed",
    },
    "die": {
        "die-area_mm2": 0.0130,
        "die_h_um": 114,
        "rows": 34,
        "floorplan.core_util_pct": 19.1,
        "chipWidth_um": 114,
        "io-pin-count": 249,
        "core_mm2": 0.00868,
    },
    "hold_path": {
        "min_to": "penable2",
        "hold_class": "input port to output pin",
        "whs_path_depth": 3,
        "worstHoldStart": "paddr[8]",
    },
    "logic_synthesis": {
        "yosysWarnings": 1,
        "ys_area_mm2": 0.00166,
        "ys_sh_xor_pct": 0,
        "yosysMostFrequentCell": "o211ai_1",
        "yosys-top-cells-area": "o211ai_1 (20%), mux2i_1 (14%), and2_1 (9.0%), nand2b_1 (8.3%), a21oi_1 (7.5%)",
        "mux_share_pct": 21.3,
        "syn-cell-area_mm2": 0.00166,
        "common_cells": "o211ai_1 (44), a21oi_1 (25), and2_1 (24), mux2i_1 (24), nand2b_1 (22)",
        "synth_simple_gate_area_share_pct": 31.1,
        "netlist_instances": 235,
        "ys_cells": 235,
        "synth_cell_types": 32,
        "yosys.area_share.aoi_pct": 38.9,
        "top_logic_kind": "AND-OR/OR-AND gates",
        "synth_area_leader_cell": "o211ai_1",
        "synth.cellmix.adderShare_pct": 0,
        "yosysTopAreaCellShare_pct": 19.9,
        "synth_seq_share_pct": 0,
        "avgSynthCellArea_um2": 7.06,
    },
    "sta": {
        "clock.fmax_mhz": 126,
        "setup_violations": 0,
        "rsz0062_at_grt": "false",
        "fin_crit_sh_pct": 59.2,
        "finalHoldViolCount": 0,
        "slew_violations": 0,
        "finalSetupTns_ns": 0,
        "worst_slew_pin_slew_ns": 0.922,
        "fin_crit_ns": 7.94,
        "max_slew_margin_pct": 38.5,
    },
    "setup_path": {
        "crit_path_end_kind": "output pin",
        "crit_path_start_kind": "input port",
        "startpoint": "paddr[12]",
        "cp.arrival_ns": 5.26,
        "crit_required_ns": 10.72,
        "path_max_fanout": 29,
        "worstSetupPathType": "input port to output pin",
    },
    "clocking": {
        "postCtsHoldBufs": 0,
        "cts_setup_buffers": 0,
        "cts_resized": 0,
    },
    "grt": {
        "grt_max_degree": 72,
        "antenna_found_initial": 0,
        "grt_overflow": 0,
        "grt_usage_pct": 14.5,
        "grt_pass1_vias": 2664,
        "grt_pass1_wl_um": 15400,
    },
    "routing": {
        "antenna_left": 0,
        "vias_per_cell": 4.81,
        "top_layer": "met4",
        "vias": 2567,
        "wl_met3_um": 816,
        "diodes": 0,
        "wl_met1_um": 4080,
        "drt_wl_total_um": 9990,
        "initialDrtViolationCount": 143,
        "wl_met2_um": 5060,
        "drt_pass1_iterations": 4,
        "wl_per_cell_um": 18.7,
        "drcViolationCount": 0,
    },
    "layout": {
        "clock_buffers": 0,
        "drive_gt1_share_pct": 4.93,
        "area_delta_synth_final_pct": 131,
        "utilization_pct": 44.2,
        "seq_cells": 0,
        "flop_area_um2": 0,
        "design_area_mm2": 0.00383,
    },
    "place": {
        "io_buffers": 214,
        "place_area_mm2": 0.00383,
        "hpwl_um": 8120,
        "gp_congestion": 0.763,
    },
    "pwr": {
        "p_per_area_mw_per_mm2": 22.5,
        "p_leak_nw": 1.36,
        "ir_drop_v": 0.0000116,
    },
    "job": {
        "tool_warnings": 67,
        "drv_cap": 0,
    },
}
## worst max-delay path, stage by stage
cell and delay (ns):
clkdlybuf4s50_1 0.40, nor4_1 0.31, and4_1 0.25, buf_4 0.34, a31o_2 0.60, o211ai_1 0.18
clkdlybuf4s50_1 0.50
## worst max path at each step
| stage | to | cells past startpoint |
|---|---|---|
| after global routing | prdata[0] | 7 |
| final | prdata[0] | 7 |
| after CTS | prdata[0] | 7 |
## per-stage QoR
| stage | power [mW] | setup slack, ns | hold slack [ns] | cells |
|---|---|---|---|---|
| after floorplan | 0.0256 | 7.03 | 5.42 | 235 |
| after global placement | 0.0868 | 5.47 | 6.20 | 534 |
| after detailed placement | 0.0871 | 5.45 | 6.20 | 534 |
| after CTS | 0.0876 | 5.44 | 6.20 | 534 |
| after global routing | 0.0939 | 5.29 | 6.24 | 534 |
| final | 0.0863 | 5.46 | 6.18 | 534 |
## power by group
part	switching, mW	internal [mW]
sequential	0	0
combinational	0.0238	0.0625
clock	0	0
total	0.0238	0.0625
## cell type report
cell class	count	area, µm²
fill	893	4850
timing repair buffer	219	2170
multi-input combinational	205	1520
tap	108	135
inverter	2	7.51
## layout by cell type (no fill, tap or decap), drive strengths merged
cell | netlist | final
a21oi | 25 | 25
a221oi | 1 | 1
a22oi | 10 | 10
a31o | 1 | 1
a31oi | 1 | 1
and2 | 24 | 24
and3 | 3 | 3
and4 | 2 | 2
and4b | 1 | 1
buf | 18 | 6
clkdlybuf4s50 | 0 | 213
inv | 2 | 2
mux2 | 10 | 10
mux2i | 24 | 24
nand2 | 3 | 3
nand2b | 22 | 22
nand3 | 4 | 4
nand4 | 1 | 1
nor2 | 6 | 6
nor2b | 2 | 2
nor3 | 2 | 2
nor3b | 2 | 2
nor4 | 6 | 6
o211ai | 44 | 44
o21ai | 1 | 1
o2bb2ai | 9 | 9
o31ai | 1 | 1
## routing by layer
metal | vias to the layer above | track usage, %
li1 | 1298 | -
met1 | 1160 | 18.2
met2 | 107 | 25.1
met3 | 2 | 3.93
met4 | 0 | 0.835
met5 | - | 0
## cell families (layout without fill, tap and decap cells)
| group | Yosys count | after routing |
|---|---|---|
| AND-OR/OR-AND | 93 | 93 |
| AND/OR/NAND/NOR | 78 | 78 |
| buffers and inverters | 30 | 221 |
| multiplexers | 34 | 34 |
Power and IR drop assume default switching activity.
